==> design/flow/design.v <==
`timescale 1ns / 1ps
module counter_x_bit #(parameter x = 3, n = 6)(input clk, reset,en,upDown, output  [x-1:0] count);
reg [x-1:0] count;
always @(posedge clk, posedge reset) 
begin
    if (reset == 1) count <= 0;
    else
        if(en == 1)        
            begin
                if(upDown == 1)         
                    if(count == n-1) count<=0;
                    else count<= count + 1;
            else
                begin             
                     if(count == 0) count<=n-1;
                     else count <= count - 1;
                end 
        end
        else
              count <= count ;
end
endmodule
`timescale 1ns / 1ps
module modulo60(input clk, rst, en,upDown,output [5:0] count);
counter_x_bit  #(6,60) mod60 (.clk(clk), .reset(rst), .en(en),.upDown(upDown), .count(count));  
endmodule
==> design/flow/run.sh <==
#!/bin/bash
# OpenROAD 26Q1-2900-gdf79404cd8, Yosys 0.63+post, stock flow scripts
make -C /OpenROAD-flow-scripts/flow DESIGN_CONFIG=/design/flow/config.mk WORK_HOME=/design/flow/orfs finish
==> design/flow/config.mk <==
export PLATFORM = sky130hd
export DESIGN_NAME = modulo60
export DESIGN_NICKNAME = modulo60
export VERILOG_FILES = /design/flow/design.v
export SDC_FILE = /design/flow/constraint.sdc
export NUM_CORES = 4
export LEC_CHECK = 1
export CORE_AREA = 10 10 70 70
export DIE_AREA = 0 0 80 80
==> design/flow/constraint.sdc <==
current_design modulo60

set clk_period 2.1
set clk_io_pct 0.2

create_clock -name clk0 -period $clk_period [get_ports {clk}]

set non_clock_inputs [all_inputs -no_clocks]
set_input_delay [expr $clk_period * $clk_io_pct] -clock clk0 $non_clock_inputs
set_output_delay [expr $clk_period * $clk_io_pct] -clock clk0 [all_outputs]
==> summary.txt <==
Implementation run completed; key figures follow.

Run status:
- The flow ran to the end, and the final reports show no timing, DRC or antenna violations.

Global routing:
- The initial antenna violation count came to 0.
- The first global-routing pass estimated 2230 um of wire.
- The run gives the overflow left after global routing as 0.
- The run gives the via count of the first global-routing pass as 486.
- The run puts the overall fraction of global-route tracks in use at about 4.3%.
- The run puts the pin count of the biggest net entering global routing at 14.

Run:
- The run puts the total tool warning count at 27.
- The run puts the number of max-cap violations at 0.

Drt:
- The run gives the via-per-instance ratio as 4.44.
- Routed signal wires occupy layers up through met4.
- Detailed routing placed a total of 153 um of wire on met3.
- The run puts the wire length per cell at between 10 and 15 um.
- The run puts the met2 wirelength from detailed routing at ~560 um.
- The run puts the number of antenna cells inserted at 0.
- The run puts the number of remaining DRC errors at 0.
- The run puts the total via count after detailed routing at ~520.
- The run gives the post-route antenna net violation count as 0.
- Before antenna repair, the detailed router went through 4 iterations.
- In this run, the number of DRC markers left after iteration 0 of detailed routing was 62.
- The run puts the met1 routed wirelength after detailed routing at 570 um.
- The run gives the post-detailed-routing wire length as 1300 um.

Floorplan:
- In this run the full chip footprint comes out at 0.00640 mm^2.
- Before placement the cells fill 16.0% of the core.
- The die is 80 um wide.
- The run gives the area of the placeable core as approximately 0.0034 mm^2.
- The run gives the number of cell rows as 21.
- The run puts the die extent in y at 80 um.
- The run puts the number of ports placed on the die boundary at 10.

Logic synthesis:
- Of all cell types, the one taking the most synthesized area is sky130_fd_sc_hd__dfrtp_1.
- After synthesis, the largest family of logic cells by area is simple AND/OR/NAND/NOR gates.
- The run puts the cell total in the yosys stat output at 64.
- The run gives the synthesized area per cell as between 8 and 9 um^2.
- Measured against the total synthesized area, the mux share comes to under 10%.
- The run gives the number of enable-type register cells in the synthesized netlist as 0.
- The run gives the share of synthesized cell area in and-or and or-and compound cells as about a quarter.
- The run gives the post-synthesis instance total as 64.
- The run puts the area fraction in xor and xnor cells at 3.20%.
- The run gives the post-synthesis async set-or-reset flop share as 100%.
- The cell-mix breakdown from Yosys lists the adder-cell area share as 6.85%.
- The main area contributors are sky130_fd_sc_hd__dfrtp_1, sky130_fd_sc_hd__ha_1, sky130_fd_sc_hd__buf_6.
- The run gives the total of warnings raised by yosys as 1.
- The run gives the primary flip-flop cell chosen by synthesis mapping as sky130_fd_sc_hd__dfrtp_1.
- The run puts the register bit count reported by yosys at 6.
- The run gives the tally of unique sky130hd cells used after synthesis as 31.
- In the Yosys report, the sequential cells make up 27.4% of the chip area.
- The run puts the total standard cell area after synthesis at 548 um^2.
- The run gives the yosys-reported design area after synthesis as between 500 and 600 um^2.
- The run puts the fraction of post-synthesis cell area in the top cell type by area at 27.4%.
- The run puts the area share of and/or/nand/nor cells after synthesis at between 20% and 30%.

Power and ir drop:
- Cell internal power was estimated by the tool at 462 uW.
- The run gives the net switching power as 350 uW.
- The run gives the cell leakage power as 0.263 nW.
- The run gives the power share of the sequential group as 40.7%.
- The run gives the part of the total power dissipated in the clock network as 12.6%.
- The run gives the largest vdd supply drop as approximately 0.32 mV.
- The run puts the combinational group share of total power at between 40% and 50%.
- The run puts the share of total power consumed by net switching at 43.1%.
- The run puts the power per standard cell area at between 1000 and 1500 mW/mm^2.

Layout:
- Between the synthesized netlist and the finished layout, the area growth was recorded as 24.7%.
- Cells with a size suffix above 1 make up approximately 14% of the layout.
- The register with the most flip-flops in the final layout is mod60.count.
- The run gives the flip-flop count of the largest register after layout as 6.
- The largest registers in the layout are mod60.count: 6 flops.
- Ranking logic cells in the layout by count gives the top entries sky130_fd_sc_hd__clkdlybuf4s50_1, sky130_fd_sc_hd__nand2_1, sky130_fd_sc_hd__o21ai_0, sky130_fd_sc_hd__dfrtp_1.
- Per the cell usage report, the commonest logic cell in the layout is sky130_fd_sc_hd__clkdlybuf4s50_1.
- The filler cells instantiated in the layout total around 400.

Timing:
- Dividing the final minimum period by the clock period gives ~90%.
- Max-slew check failures listed in the final report amount to 0.
- Timing would allow up to 532 MHz.
- The worst-case max-slew headroom was logged as 66.2%.
- The run puts the number of setup violations in the final report at 0.
- Setup repair after global routing left no endpoint under its margin.
- The run puts the clock skew after layout at 2.67 ps.
- At the pin with the least slew margin, the transition time is 508 ps.
- For reference, the final report shows the hold violation count at 0.
- The run puts the post-route worst hold slack at 398 ps.
- The run gives the final critical path time including I/O delays and setup as 1880 ps.
- The run puts the setup TNS at 0 ps.

Worst hold path:
- Checking hold timing, the worst path is listed with class input pin to asynchronous set/reset pin.

Clock tree:
- The tree is rooted in a sky130_fd_sc_hd__clkbuf_4.
- The run puts the number of cells upsized or downsized after cts at 0.
- The run gives the number of clock sinks as 6.
- The run gives the setup fix buffers added after clock tree synthesis as 0.
- The run gives the clock insertion delay at the later pin of the skew report as 240 ps.
- TritonCTS built the clock tree.
- The run gives the number of buffers created by CTS as 3.
- The run gives the H-tree level count as 1.
- On the reported timing paths, the clock transition at the registers reads 40 ps.
- The run puts the maximum number of buffers from clock root to sink at 2.
- The run puts the number of hold buffers added after CTS at 0.

Setup path:
- The run puts the buffering stage count on the worst path with inverters included at 1.
- The run gives the cell family with the largest share of critical-path delay as flip-flops.
- Following the worst setup path forward leads to its endpoint at count[2].
- The run puts the critical path required time at approximately 1700 ps.
- The worst setup path is captured at an output pin.
- Looking at the setup timing report, the critical path kind is register to output pin.
- The report shows a maximum critical-path fanout of 13.
- The run gives the worst flop-to-flop path startpoint as mod60.count[0].
- The critical path goes through clkdlybuf4s50_1.
- On the critical path the data arrives at 1460 ps.
- The STA report counts the stages on the worst setup path as 1.
- Logic depth along the worst register-to-register path is recorded as 5.
- Per STA, the startpoint of the critical path is mod60.count[2].
- The run gives the critical path's largest stage delay as 650 ps.
- STA lists the endpoint of the worst register-to-register path as mod60.count[2].
- STA classifies the critical path startpoint as a register.
- The timing report gives the worst reg2reg path a setup slack of 490 ps.
- The run gives the cell with the largest stage delay on the worst path as sky130_fd_sc_hd__dfrtp_1.

Placed design:
- The run gives the placer congestion estimate as 0.824.
- The run puts the HPWL reported at the end of detailed placement at 991 um.
- The run gives the number of I/O port buffers as 9.
==> power groups by stage <==
| stage | Sequential, mW | Combinational, mW | Clock [mW] |
|---|---|---|---|
| 5_1_grt | 0.349 | 0.431 | 0.111 |
| 4_1_cts | 0.329 | 0.386 | 0.107 |
| 6_report | 0.330 | 0.380 | 0.102 |
==> cell families (layout without fill, tap and decap cells) <==
family,Yosys count,count (layout)
flip-flops,6,6
buffers and inverters,9,17
AND-OR/OR-AND,19,19
multiplexers,1,1
XOR/XNOR,2,2
adder cells (fa/ha/maj),3,3
AND/OR/NAND/NOR,24,24
==> per-layer routing <==
| layer | global-route usage (%) | vias to the layer above |
|---|---|---|
| met5 | 0 | - |
| met4 | 0.176 | 0 |
| met3 | 2.27 | 2 |
| met2 | 6.18 | 18 |
| met1 | 5.73 | 251 |
| li1 | - | 253 |
==> worst min path at each step <==
stage / startpoint / end / cells past startpoint
6_report: rst / mod60.count[5] / 2
4_1_cts: rst / mod60.count[2] / 2
5_1_grt: rst / mod60.count[2] / 2
==> metrics by stage <==
step	instances	power (mW)	setup WS, ps	area, um^2	util (%)
after CTS	118	0.821	223	683	20.0
final	118	0.812	221	683	20.0
after floorplan	64	0.591	657	548	-
after global routing	118	0.891	142	683	20.0
after detailed placement	115	0.714	286	661	19.3
after global placement	115	0.708	327	661	19.3
==> Yosys cell counts, types with 2 or more instances <==
cell,count
sky130_fd_sc_hd__a21oi_1,2
sky130_fd_sc_hd__a31oi_1,3
sky130_fd_sc_hd__buf_6,3
sky130_fd_sc_hd__dfrtp_1,6
sky130_fd_sc_hd__ha_1,3
sky130_fd_sc_hd__inv_1,4
sky130_fd_sc_hd__nand2_1,7
sky130_fd_sc_hd__nand3_1,3
sky130_fd_sc_hd__nor2_1,4
sky130_fd_sc_hd__nor2_2,2
sky130_fd_sc_hd__o21ai_0,6
sky130_fd_sc_hd__xnor2_1,2
==> area by class of cell <==
cell class	count	area (um^2)	share of cell area [%]
Inverter	4	15.0	2.20
Multi-Input combinational cell	49	340	49.8
Tap cell	46	57.6	8.42
Timing Repair Buffer	10	97.6	14.3
Sequential cell	6	150	22.0
Clock buffer	3	22.5	3.30
Power figures rest on the tool's default switching activity, not on a simulated workload.
