`/design/flow/run.sh`:
```
#!/bin/bash
# OpenROAD 26Q1-2900-gdf79404cd8, Yosys 0.63+post, stock flow scripts
make -C /OpenROAD-flow-scripts/flow DESIGN_CONFIG=/design/flow/config.mk WORK_HOME=/design/flow/orfs finish
```
`/design/flow/config.mk`:
```
export PLATFORM = sky130hd
export DESIGN_NAME = clockDivider
export DESIGN_NICKNAME = clockDivider
export VERILOG_FILES = /design/flow/design.v
export SDC_FILE = /design/flow/constraint.sdc
export NUM_CORES = 4
export LEC_CHECK = 1
export CORE_UTILIZATION = 40
```
`/design/flow/constraint.sdc`:
```
current_design clockDivider

set clk_period 6.6
set clk_io_pct 0.2

create_clock -name clk0 -period $clk_period [get_ports {clk}]

set non_clock_inputs [all_inputs -no_clocks]
set_input_delay [expr $clk_period * $clk_io_pct] -clock clk0 $non_clock_inputs
set_output_delay [expr $clk_period * $clk_io_pct] -clock clk0 [all_outputs]
```
`/design/flow/design.v`:
```
`timescale 1ns / 1ps
module clockDivider #(parameter n = 250000)(input clk, rst, output reg clk_out);
wire [31:0] count;
counter_x_bit #(32,n) counterMod(.clk(clk), .reset(rst),.en(1),.upDown(1), .count(count));
always @ (posedge clk, posedge rst) begin
    if (rst)  
        clk_out <= 0;
    else if (count == n-1)
        clk_out <= ~ clk_out;
end
endmodule
`timescale 1ns / 1ps
module counter_x_bit #(parameter x = 3, n = 6)(input clk, reset,en,upDown, output  [x-1:0] count);
reg [x-1:0] count;
always @(posedge clk, posedge reset) 
begin
    if (reset == 1) count <= 0;
    else
        if(en == 1)        
            begin
                if(upDown == 1)         
                    if(count == n-1) count<=0;
                    else count<= count + 1;
            else
                begin             
                     if(count == 0) count<=n-1;
                     else count <= count - 1;
                end 
        end
        else
              count <= count ;
end
endmodule
```
==> impl_metrics.json <==
{
  "floorplan.core_util_pct": 42.53,
  "root_buffer": "clkbuf_8",
  "critPathLaunchType": "flip-flop",
  "layout_top_cell": "dfrtp_1",
  "cp-end-kind": "output port",
  "grt_use_total_pct": 16.04,
  "vias_per_cell": 5.368,
  "yosys-stat-area_um2": 1580,
  "ios": 3,
  "crit_family": "buffers and inverters",
  "crit_required_ns": 5.28,
  "crit_arrival_ns": 1.09,
  "fin_crit_ns": 2.408,
  "min_path_type": "flip-flop to flip-flop",
  "clock_path_buffers": 2,
  "grt_max_degree": 34,
  "netlist_area_um2": 1580,
  "post_cts_resized": 0,
  "worst_slack_ns": 4.192,
  "yosys.area_share.simple_pct": 27.32,
  "adder_share_pct": 0.7918,
  "clk_pin_slew_ns": 0.06,
  "synthXorXnorAreaFrac_pct": 15.52,
  "drt_wl_total_um": 2666,
  "cts_htree_levels": 2,
  "synth_flops": 33,
  "fin_worst_skew_ns": 0.003716,
  "p_per_area_nw_per_um2": 202.8,
  "insertion_delay_ns": 0.28,
  "drive_gt1_share_pct": 8.333,
  "antenna_found_initial": 0,
  "logic_family": "simple AND/OR/NAND/NOR gates",
  "core_area_um2": 3716,
  "r2r_slack_ns": 4.65,
  "ir_worst_vdd_mv": 0.1270,
  "portBuffers": 2,
  "most-common-layout-cells": "33 x dfrtp_1, 19 x xnor2_1, 15 x nand3_1",
  "cp_slowest_cell": "clkdlybuf4s50_1",
  "finalCritPeriodShare_pct": 36.49,
  "grt_pass1_wl_um": 4968,
  "fp.dieH_um": 64.86,
  "seqCellArea_um2": 825.8,
  "path_cells": "clkdlybuf4s50_1",
  "crit_fanout": 2,
  "post-place-ws_ns": 4.483,
  "ys_sh_mux_pct": 0,
  "firstDrtPassIters": 4,
  "rsz0062_at_grt": "no",
  "p_leak_nw": 0.7386,
  "wl_met1_um": 1393,
  "routed.top_layer": "met4",
  "cp.buffers_inverters": 1,
  "ant_nets": 0,
  "fill_cells": 341,
  "slew_headroom_pct": 40.99,
  "cts-buffers-inserted": 5,
  "dr_wl_met3_um": 78,
  "yosysCellCount": 148,
  "ys_warn_count": 4,
  "ys_seq_share_pct": 52.26,
  "syn2layout_area_growth_pct": 10.69,
  "critical_path.max_stage_delay_ns": 0.46,
  "p_total_uw": 354.7,
  "grt-ovfl-total": 0,
  "die_area_um2": 4206,
  "worst_pin_slew_ns": 0.8818,
  "synth_area_per_cell_um2": 10.68,
  "drc": 0,
  "grt_pass1_vias": 1072,
  "met2WireLength_um": 1172,
  "row_count": 22,
  "drt_iter0_markers": 38,
  "run_status": "complete, no violations",
  "synthesis.instances": 148,
  "hold_buffers": 0,
  "wl_per_cell_um": 13.07,
  "place_area_um2": 1663,
  "max_cap_viol_count": 0,
  "cts_sinks": 33,
  "final_cell_area_um2": 1749,
  "dp_hpwl_um": 1840,
  "diodes": 0,
  "yosysUniqueCellTypes": 26,
  "die_w_um": 64.86,
  "crit_type": "flip-flop to output port",
  "hold_viol": 0,
  "ys_sh_aoi_pct": 2.138,
  "mi_logic_area_um2": 723.2,
  "maxSlewViolCount": 0,
  "cts_tree": "yes",
  "setup_tns_ns": 0,
  "postCtsSetupBuffers": 0,
  "setup_viol": 0,
  "vias": 1095,
  "final_util_pct": 47.07,
  "max_freq_mhz": 415.3,
  "tool_warnings": 25,
  "routabilityCongestion": 0.8107
}
[cell families (layout without fill, tap and decap cells)]
logic type,after synthesis,in the layout
AND-OR/OR-AND,6,6
XOR/XNOR,28,28
adder cells (fa/ha/maj),1,1
buffers and inverters,8,16
flip-flops,33,33
AND/OR/NAND/NOR,72,72
[flip-flops by register name, summed over array words and instances, names as in the netlist]
signal            count
clk_out               1
counterMod.count     32
[report_power, final]
group | internal, mW | total, mW | switching [mW] | leakage (nW)
Combinational | 0.000946 | 0.00468 | 0.00373 | 0.243
Clock | 0.0826 | 0.148 | 0.0651 | 0.0443
Sequential | 0.202 | 0.202 | 0 | 0.451
Total | 0.286 | 0.355 | 0.0689 | 0.739
[worst paths after layout]
path                                                   to                     startpoint  depth (start not counted)
setup / recovery                                  clk_out            clk_out$_DFFE_PP0N_                          1
max in group asynchronous  counterMod.count[22]$_DFF_PP0_                            rst                          3
hold reg to reg                       clk_out$_DFFE_PP0N_            clk_out$_DFFE_PP0N_                          1
min in group asynchronous   counterMod.count[6]$_DFF_PP0_                            rst                          3
hold / removal                        clk_out$_DFFE_PP0N_            clk_out$_DFFE_PP0N_                          1
setup reg to reg           counterMod.count[30]$_DFF_PP0_  counterMod.count[0]$_DFF_PP0_                          5
[cell type report]
cell class                 count  area share, %
sequential                    33          47.21
multi-input combinational    107          41.34
clock buffer                   7          4.936
tap                           48          3.433
timing repair buffer           4          2.003
inverter                       5          1.073
[through the flow]
| stage | hold slack, ns | cells |
|---|---|---|
| floorplan | 0.4204 | 148 |
| global placement | 0.4526 | 197 |
| detailed placement | 0.4577 | 197 |
| CTS | 0.4687 | 204 |
| global route | 0.5077 | 204 |
| finish | 0.4698 | 204 |
[cell usage after synthesis (all sizes together)]
library cell	instances	area [um^2]
nor2	13	48.80
a21oi	3	15.01
and2	2	12.51
xnor2	19	166.4
and4	1	8.760
or3	2	12.51
inv	5	18.77
nand2	5	18.77
or4	1	11.26
ha	1	12.51
and3	5	31.28
nand4	15	108.9
clkbuf	2	7.510
a31o	1	8.760
nor2b	1	6.260
nor4b	2	17.52
nor4	7	65.06
nor3	3	15.01
nand3	15	75.07
buf	1	5.000
xor2	9	78.83
dfrtp	33	825.8
o21ai	2	10.01
[per-layer routing]
metal,global-route usage [%],vias to the layer above
li1,-,547
met1,25.07,537
met2,23.96,9
met3,4.286,2
met4,2.222,0
met5,0,-
Power and IR drop assume default switching activity.
